File: ./run.sh
#!/bin/bash
# OpenROAD 26Q1-2900-gdf79404cd8, Yosys 0.63+post, stock flow scripts
make -C /OpenROAD-flow-scripts/flow DESIGN_CONFIG=/design/flow/config.mk WORK_HOME=/design/flow/orfs finish
File: ./config.mk
export PLATFORM = sky130hd
export DESIGN_NAME = dual_port_synch_ram
export DESIGN_NICKNAME = dual_port_synch_ram
export VERILOG_FILES = /design/flow/design.v
export SDC_FILE = /design/flow/constraint.sdc
export NUM_CORES = 4
export LEC_CHECK = 1
export CORE_UTILIZATION = 40
File: ./constraint.sdc
current_design dual_port_synch_ram

set clk_period 2.8
set clk_io_pct 0.2

create_clock -name clk0 -period $clk_period [get_ports {clk}]

set non_clock_inputs [all_inputs -no_clocks]
set_input_delay [expr $clk_period * $clk_io_pct] -clock clk0 $non_clock_inputs
set_output_delay [expr $clk_period * $clk_io_pct] -clock clk0 [all_outputs]
File: ./design.v
module dual_port_synch_ram #(parameter WIDTH = 8,
parameter ADDR = 2,
parameter DEPTH = 4)
(
    input clk,
    input [ADDR-1:0] addr_port0,
    input [ADDR-1:0] addr_port1,
    input chip_sel_port0,
    input chip_sel_port1,
    input wr_rd_port0,
    input wr_rd_port1, 
    input out_en_port0,
    input out_en_port1,
    inout [WIDTH-1:0] data_in_out_port0,
    inout [WIDTH-1:0] data_in_out_port1
);
reg [WIDTH-1:0] ram_dual [0:DEPTH-1];
reg [WIDTH-1:0] r0_temp_data_out0;
reg [WIDTH-1:0] r1_temp_data_out1;
always @(posedge clk ) begin
        if (wr_rd_port0 == 1'b1 && out_en_port0 == 1'b0) begin    
            ram_dual[addr_port0] <= data_in_out_port0;
        end     
    end
always @(posedge clk ) begin
    if(chip_sel_port0 == 1'b1) begin
       r0_temp_data_out0 <= ram_dual[addr_port0];             
    end
end
assign  data_in_out_port0 = (chip_sel_port0 == 1'b1 && out_en_port0 == 1'b1) ? r0_temp_data_out0 : 'hz;
always @(posedge clk ) begin
    if (wr_rd_port1 == 1'b1 && out_en_port1 == 1'b0 ) begin    
        ram_dual[addr_port1] <= data_in_out_port1;
    end     
end
always @(posedge clk ) begin
    if(chip_sel_port1 == 1'b1) begin
       r1_temp_data_out1 <= ram_dual[addr_port1];             
    end
end
assign  data_in_out_port1 = (chip_sel_port1 == 1'b1 && out_en_port1 == 1'b1) ? r1_temp_data_out1 : 'hz;
endmodule  
==> results.py <==
# Flow results
metrics = {
    "synthesis": {
        "common_cells": "edfxtp_1 (48), mux2_2 (32), mux4_1 (8), mux4_2 (8), buf_2 (3)",
        "yosys_most_used_dff": "edfxtp_1",
        "synth_chip_area_sq_um": 2340,
        "yosysCellCount": 113,
        "top_cell": "edfxtp_1",
        "synth_area_per_cell_sq_um": 20.7,
        "yosysTopAreaCellShare_pct": 61.7,
        "ys_warn_count": 3,
        "edf_count": 48,
        "syn_inst": 113,
        "synth.cell_area_sq_um": 2340,
        "ys_seq_share_pct": 61.7,
        "largest_area_cell": "edfxtp_1",
        "synthArstFlopShare_pct": 0,
        "yosysUniqueCellTypes": 18,
        "ys_seq_elements": 48,
        "synth.area.top_cells": "edfxtp_1 (62%), mux2_2 (15%), mux4_1 (9.0%)",
    },
    "clocking": {
        "cts-root-buf": "clkbuf_8",
        "cts-hold-fix-buffers": 0,
        "cts_max_path_buffers": 2,
        "htreeDepth": 2,
        "numCtsBuffers": 5,
        "cts_sinks": 48,
        "ctsResizeCount": 0,
        "cts_setup_buffers": 0,
    },
    "floorplanning": {
        "row_count": 27,
        "die_h_microns": 78.4,
        "core_util_floorplan_pct": 41.9,
        "ios": 27,
        "fp.dieW_microns": 78.4,
    },
    "placed_design": {
        "dp.cells": 204,
        "hpwl_mm": 3.42,
        "portBuffers": 10,
        "globalplace.congestion": 0.840,
    },
    "run_status": {
        "stop_error": "[error] [KeplerFormal.cpp:679] Workflow failed: Iso has multiple drivers: .data_in_out_port10, data_in_out_port1[0]$_DFFE_PP_.Q0",
        "haltStage": "4_1_cts",
        "status": "did not finish",
    },
}
-- logic make-up after synthesis --
group / count (synthesis) / synth area share (%)
simple gates: 6 / 3.27
flops: 48 / 61.7
buf+inv: 7 / 1.77
compound gates: 4 / 1.18
mux: 48 / 32.1
-- metrics by stage --
stage                     area, sq um  hold slack, ns  setup slack (ns)  power, mW  utilization, %
after detailed placement         2610           0.635             0.381       1.05            46.8
after global placement           2610           0.623             0.378       1.05            46.8
after floorplan                  2340           0.582             0.819      0.980               -
Power is estimated from default activity; no workload was simulated.
