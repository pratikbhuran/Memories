File: flow/config.mk
export PLATFORM = sky130hd
export DESIGN_NAME = single_port_synch_ram
export DESIGN_NICKNAME = single_port_synch_ram
export VERILOG_FILES = /design/flow/design.v
export SDC_FILE = /design/flow/constraint.sdc
export NUM_CORES = 4
export LEC_CHECK = 1
export CORE_UTILIZATION = 40
File: flow/constraint.sdc
current_design single_port_synch_ram

set clk_period 2.2
set clk_io_pct 0.2

create_clock -name clk0 -period $clk_period [get_ports {clk}]

set non_clock_inputs [all_inputs -no_clocks]
set_input_delay [expr $clk_period * $clk_io_pct] -clock clk0 $non_clock_inputs
set_output_delay [expr $clk_period * $clk_io_pct] -clock clk0 [all_outputs]
File: flow/design.v
module single_port_synch_ram #(parameter ADDR = 4,
parameter DEPTH = 8,
parameter WIDTH = 8)
(
    input clk, 
    input wr_rd,                     
    input chip_sel,                  
    input op_en,                     
    input [ADDR-1:0] addr_in,
    inout [WIDTH-1:0] data_in_out    
);
reg [WIDTH-1:0] ram [0:DEPTH-1];
reg [WIDTH-1:0] r_temp_data_out;
always @(posedge clk ) begin
    if(chip_sel == 1'b0) begin                        
      ram[addr_in] <= 'hz;
    end
    else begin
        if (wr_rd == 1'b1 && op_en == 1'b0 ) begin    
            ram[addr_in] <= data_in_out;
        end     
    end
end
always @(negedge clk ) begin
    if(chip_sel == 1'b0) begin
        r_temp_data_out <= 'hz;
    end
    else begin
       r_temp_data_out <= ram[addr_in];             
    end
end
assign  data_in_out = r_temp_data_out;
endmodule  
File: flow/run.sh
#!/bin/bash
# OpenROAD 26Q1-2900-gdf79404cd8, Yosys 0.63+post, stock flow scripts
make -C /OpenROAD-flow-scripts/flow DESIGN_CONFIG=/design/flow/config.mk WORK_HOME=/design/flow/orfs finish
==> results.toml <==
# physical design summary
[status]
lastStage = "4_1_cts"
first-error = "[error] [KeplerFormal.cpp:679] Workflow failed: Iso has multiple drivers: .data_in_out0, data_in_out[0]$_DFF_N_.Q0"
status = "stopped before the end"

[floorplanning]
chipHeight_um = 83.9
rows = 29
die_width_um = 83.9
boundaryPins = 16
initial_utilization_pct = 41.7

[yosys]
yosysChipArea_um2 = 2680
yosys.area_share.simple_pct = 2.47
syn-mean-instance-area_um2 = 21.8
synth_cell_types = 20
synth-adder-area-share_pct = 0
yosys-top-cells-area = "sky130_fd_sc_hd__edfxtp_1 72%, sky130_fd_sc_hd__mux4_2 7.6%, sky130_fd_sc_hd__dfxtp_1 6.0%, sky130_fd_sc_hd__mux4_1 5.9%, sky130_fd_sc_hd__mux2_2 3.4%"
postSynthCellCount = 123
synthAoiAreaFrac_pct = 1.12
topCombFamilyByArea = "multiplexers"
ys_seq_share_pct = 77.7
synth.mux.area_fraction_pct = 17.2
synthXorXnorAreaFrac_pct = 0
count_of_synthesis_stage_warnings_from_yosys = 3
yosys_cell_count = 123
largest_area_cell = "sky130_fd_sc_hd__edfxtp_1"
yosysTopAreaCellShare_pct = 71.7
netlist_area_um2 = 2680
synth_flop_count = 72

[clock_tree]
clock-root-buffer = "sky130_fd_sc_hd__clkbuf_8"
post_cts_hold_buffer_count = 0
numCtsBuffers = 9
ctsResizeCount = 35
h-tree-depth = 3
clk_path_buf_depth = 2
clock_sinks = 72
post-cts-setup-buffer-count = 5

[placement]
place_area_um2 = 2990
port-buffer-count = 6
place.detailed.hpwl_um = 3030
gp_congestion = 0.834
place_inst = 224
-- Yosys cell counts, drive strengths merged --
cell / count
a21oi: 1
buf: 4
clkbuf: 2
dfxtp: 8
edfxtp: 64
inv: 2
mux2: 8
mux2i: 1
mux4: 15
nand2: 1
nand2b: 2
nor2: 7
nor2b: 1
nor3: 2
nor3b: 1
o21a: 1
o21ai: 2
o21bai: 1
-- per-stage QoR --
stage	TNS, ns	worst slack, ns
2_1_floorplan	-2.37	-0.314
3_3_place_gp	-7.69	-1.00
3_5_place_dp	-7.75	-1.02
-- cells by family after synthesis --
group           after synthesis
mux                          24
buf+inv                       8
simple gates                 14
flops                        72
compound gates                5
